==> design.v <==
module try(a  , out , valid);
input[7:0] a ;
output[3:0] out ;
output valid ;
reg [3:0]out ;
reg valid;
always@(a)
begin
	case({a[0] , a[1] , a[2] , a[3] , a[4] , a[5] , a[6] ,a[7] })
		8'b10000000: begin
								out[0] = 1'b0;
								out[1] = 1'b0;
								out[2] = 1'b0;
								valid = 1;
						 end
		8'b01000000: begin
								out[0] = 1'b1 ;
								out[1] = 1'b0 ;
								out[2] = 1'b0 ;
								valid = 1;
						 end
		8'b00100000: begin 
								out[0] = 1'b0 ;
								out[1] = 1'b1 ;
								out[2] = 1'b0 ;
								valid = 1;
						 end
		8'b00010000: begin 
								out[0] = 1'b1 ;
								out[1] = 1'b1 ;
								out[2] = 1'b0 ;
								valid = 1;			
		             end
		8'b00001000: begin 
								out[0] = 1'b0 ;
								out[1] = 1'b0 ;
								out[2] = 1'b1 ;
								valid = 1;
						 end
		8'b00000100: begin 
								out[0] = 1'b1 ;
								out[1] = 1'b0 ;
								out[2] = 1'b1 ;
								valid = 1;
						end
 		8'b00000010: begin 
								out[0] = 1'b0 ;
								out[1] = 1'b1 ;
								out[2] = 1'b1 ;
								valid = 1;
						 end
		8'b00000001: begin 
								out[0] = 1'b1 ;
								out[1] = 1'b1 ;
								out[2] = 1'b1 ;
								valid = 1;
						 end
		default: begin 
								{out[0] , out[1] , out[2]} = 3'b000 ;
								valid = 0;
					end
	endcase
end
endmodule		
==> run.sh <==
#!/bin/bash
# OpenROAD 26Q1-2900-gdf79404cd8, Yosys 0.63+post, stock flow scripts
make -C /OpenROAD-flow-scripts/flow DESIGN_CONFIG=/design/flow/config.mk WORK_HOME=/design/flow/orfs finish
==> config.mk <==
export PLATFORM = sky130hd
export DESIGN_NAME = try
export DESIGN_NICKNAME = try
export VERILOG_FILES = /design/flow/design.v
export SDC_FILE = /design/flow/constraint.sdc
export NUM_CORES = 4
export LEC_CHECK = 1
export CORE_AREA = 10 10 70 70
export DIE_AREA = 0 0 80 80
==> constraint.sdc <==
current_design try

set clk_period 2.7
set clk_io_pct 0.2

create_clock -name clk0 -period $clk_period

set non_clock_inputs [all_inputs -no_clocks]
set_input_delay [expr $clk_period * $clk_io_pct] -clock clk0 $non_clock_inputs
set_output_delay [expr $clk_period * $clk_io_pct] -clock clk0 [all_outputs]
==> results.tsv <==
metric	value	unit
status	complete, no violations	
hp-class	primary input to output port	
setup_violations	0	
layout_top_cells	clkdlybuf4s50_1 (5), dlygate4sd2_1 (5), buf_4 (5)	
crit_type	primary input to output port	
place_hpwl	644	um
place.gp.congestion	0.811	
area.growth.synth_to_final	120	%
max_freq	382	MHz
drv_cap	0	
flop_area	0	sq um
n_fill_cell	403	
viasPerCell	2.95	
insertedDiodeCount	0	
warning_count	32	
required	2160	ps
finalClockPeriodUsage	97.0	%
wirelength	758	um
syn_area	190	sq um
fp.dieW	80	um
final-comb-area	204	sq um
initial_utilization	5.57	%
ys_chip_area	190	sq um
p_leak	0.150	nW
rsz0062_at_grt	false	
dr.pass1.iters	2	
grt-ovfl-total	0	
finalPower	0.0000388	W
drt_iter0_drc	30	
wl_per_cell	8.06	um
antenna_found_initial	0	
fin_cells	94	
fin_area	418	sq um
num_rows	21	
cp_max_fo	2	
syn_area_per_cell	5.76	sq um
min_period	2620	ps
post-place-cells	94	
holdBufCountCts	0	
power_density	92.9	nW/um^2
die_area	6400	sq um
coreArea	3420	sq um
hold_depth	5	
vias	277	
grt_max_degree	8	
startpoint_type	primary input	
port_buffers	12	
ir_drop	0.0000124	V
drc	0	
drt.antenna.violating_nets	0	
drive_gt1_share	20.8	%
post_cts_buffers	0	
fin_ws	80.9	ps
maxSlewViolCount	0	
hold_ws	1820	ps
ys_types	19	
grt_pass1_wl	1270	um
nClkBuffers	0	
grt.total_usage	2.36	%
pin_count	13	
ys_seq_share	0	%
flops	0	
die_y	80	um
ys_cells	33	
placed_area	393	sq um
hold_viol	0	
crit_arrival	2080	ps
grt_pass1_vias	281	
yosysWarnings	2	
cp-end-kind	output port	
syn_inst	33	
preCtsSetupSlack	-46.0	ps
[logic make-up (layout without fill, tap and decap cells)]
kind of cell | count (synthesis) | after routing | share of synthesized area, %
compound gates | 9 | 9 | 26.3
simple gates | 19 | 19 | 55.9
other cells | 1 | 1 | 1.97
xor+xnor | 2 | 2 | 9.21
buf+inv | 2 | 17 | 6.58
[timing repair]
action                                  4_1_cts  5_1_grt
cloned                                        0        0
endpoints found under the setup margin        3        4
gates resized                                 8        5
[path summary, 6_finish.rpt]
path,startpoint,end,slack (ps)
worst max-delay path,a[0],out[0],80
worst min-delay path,a[4],out[1],1820
[cell type report]
cell class / count / area share (%)
well taps: 46 / 13.8
multi-input cells: 31 / 48.8
repair buffers: 17 / 37.4
[power by group]
group          internal [W]  switching, W
Sequential                0             0
Combinational     0.0000206     0.0000182
Clock                     0             0
[critical path: stages]
cell	delay [ps]
clkdlybuf4s50_1	430
or4_1	490
a21oi_2	130
clkdlybuf4s50_1	490
[metal layers]
metal	track usage (%)	wire, um	up-vias
li1	-	-	148
met1	2.97	368	120
met2	3.85	294	9
met3	1.02	94	0
met4	0	0	0
met5	0	0	-
[cells in the mapped netlist, drive strengths merged, types with 2 or more instances]
cell type / number / share of area (%)
o21ai: 3 / 7.9
nor2: 4 / 7.9
nand2: 3 / 5.9
o211ai: 2 / 7.9
buf: 2 / 6.6
nor2b: 5 / 16
a21oi: 4 / 11
[per-stage QoR]
| stage | TNS, ps | utilization (%) |
|---|---|---|
| final | 0 | 12.2 |
| after global routing | 0 | 12.2 |
| after CTS | 0 | 11.7 |
| after detailed placement | -84.4 | 11.5 |
| after global placement | -51.4 | 11.5 |
| after floorplan | 0 | - |
Power figures rest on the tool's default switching activity, not on a simulated workload.
