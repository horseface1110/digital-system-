<file path="./config.mk">
export PLATFORM = sky130hd
export DESIGN_NAME = snake
export DESIGN_NICKNAME = snake
export VERILOG_FILES = /design/flow/design.v
export SDC_FILE = /design/flow/constraint.sdc
export NUM_CORES = 4
export LEC_CHECK = 1
export CORE_UTILIZATION = 40
</file>
<file path="./constraint.sdc">
current_design snake

set clk_period 6.7
set clk_io_pct 0.2

create_clock -name clk0 -period $clk_period [get_ports {clk}]
create_clock -name clk1 -period $clk_period [get_ports {d}]

set non_clock_inputs [all_inputs -no_clocks]
set_input_delay [expr $clk_period * $clk_io_pct] -clock clk0 $non_clock_inputs
set_output_delay [expr $clk_period * $clk_io_pct] -clock clk0 [all_outputs]
</file>
<file path="./design.v">
module changeDirec(up,down,left,right,direction);
input up,down,left,right;
output[1:0] direction;
reg [1:0] direction;
always@(negedge up or negedge down or negedge right or negedge left)
begin
	if(up == 1'b0)
	begin
	direction=2'b00; 
	end
	else if(down == 1'b0)
	begin
	direction=2'b01; 
	end
	else if(left == 1'b0)
	begin
	direction=2'b10; 
	end
	else if(right == 1'b0)
	begin
	direction=2'b11; 
	end
	else
	begin
	direction = direction;
	end
end
endmodule
module div10000(clk,rst,div_clk);
input clk,rst;
output div_clk;
reg div_clk;
reg[31:0] count;
always@(posedge clk or negedge rst)
begin
	if(!rst)
	begin 
	count <=32'd0;
	div_clk<=1'b0;
	end
	else
	begin
	if(count==32'd10000)
	begin
		count<=32'd0;
		div_clk<=~div_clk;
	end 
	else
		begin
		count<=count+32'd1;
		end
	end
end
endmodule
module div12500000(clk,rst,div_clk);
input clk,rst;
output div_clk;
reg div_clk;
reg[31:0] count;
always@(posedge clk or negedge rst)
begin
	if(!rst)
	begin 
	count <=32'd0;
	div_clk<=1'b0;
	end
	else
	begin
	if(count==32'd12500000)
	begin
		count<=32'd0;
		div_clk<=~div_clk;
	end 
	else
		begin
		count<=count+32'd1;
		end
	end
end
endmodule
module move(clk10000,direction,rst,rand0,rand1,len,clk12500000,dot_row,dot_col);
input clk10000,rst,clk12500000;
input [1:0]direction;
input [7:0] rand0;
input [7:0] rand1;
output [5:0] len;
output [7:0] dot_row;
output [7:0] dot_col;
reg [2:0] c; 
reg [7:0] dot_row;
reg [7:0] dot_col;
reg [2:0] head [0:1]; 
reg [2:0] apple [0:1]; 
reg [5:0] len;
reg [5:0] lives [7:0][7:0]; 
always@(posedge clk12500000 or negedge rst)
begin
	if(!rst) 
	begin
		len = 6'd2;
		head[0] = 6;          
		head[1] = 1;
		apple[0] = 6'd4;
		apple[1] = 6'd3;
		lives[0][0] = 6'd1;
		lives[0][1] = 6'd1;
		lives[0][2] = 6'd1;
		lives[0][3] = 6'd1;
		lives[0][4] = 6'd1;
		lives[0][5] = 6'd1;
		lives[0][6] = 6'd1;
		lives[0][7] = 6'd1;
		lives[1][0] = 6'd1;
		lives[1][1] = 6'd0;
		lives[1][2] = 6'd0;
		lives[1][3] = 6'd0;
		lives[1][4] = 6'd0;
		lives[1][5] = 6'd0;
		lives[1][6] = 6'd0;
		lives[1][7] = 6'd1;
		lives[2][0] = 6'd1;
		lives[2][1] = 6'd0;
		lives[2][2] = 6'd0;
		lives[2][3] = 6'd0;
		lives[2][4] = 6'd0;
		lives[2][5] = 6'd0;
		lives[2][6] = 6'd0;
		lives[2][7] = 6'd1;
		lives[3][0] = 6'd1;
		lives[3][1] = 6'd0;
		lives[3][2] = 6'd0;
		lives[3][3] = 6'd0;
		lives[3][4] = 6'd0;
		lives[3][5] = 6'd0;
		lives[3][6] = 6'd0;
		lives[3][7] = 6'd1;
		lives[4][0] = 6'd1;
		lives[4][1] = 6'd0;
		lives[4][2] = 6'd0;
		lives[4][3] = 6'd0;
		lives[4][4] = 6'd0;
		lives[4][5] = 6'd0;
		lives[4][6] = 6'd0;
		lives[4][7] = 6'd1;
		lives[5][0] = 6'd1;
		lives[5][1] = 6'd0;
		lives[5][2] = 6'd0;
		lives[5][3] = 6'd0;
		lives[5][4] = 6'd0;
		lives[5][5] = 6'd0;
		lives[5][6] = 6'd0;
		lives[5][7] = 6'd1;
		lives[6][0] = 6'd1;
		lives[6][1] = 6'd0;
		lives[6][2] = 6'd0;
		lives[6][3] = 6'd0;
		lives[6][4] = 6'd0;
		lives[6][5] = 6'd0;
		lives[6][6] = 6'd0;
		lives[6][7] = 6'd1;
		lives[7][0] = 6'd1;
		lives[7][1] = 6'd1;
		lives[7][2] = 6'd1;
		lives[7][3] = 6'd1;
		lives[7][4] = 6'd1;
		lives[7][5] = 6'd1;
		lives[7][6] = 6'd1;
		lives[7][7] = 6'd1;
	end
	else
	begin
		case(direction)
			2'b00:head[0] = head[0]-3'd1; 
			2'b01:head[0] = head[0]+3'd1; 
			2'b10:head[1] = head[1]-3'd1; 
			2'b11:head[1] = head[1]+3'd1; 
		endcase
		if(head[0]==0 || head[1]==0 || head[0]==7 || head[1]==7)
		begin
			len = 6'd2;
			head[0] = 6;         
			head[1] = 1;          
			lives[0][0] = 6'd1;
			lives[0][1] = 6'd1;
			lives[0][2] = 6'd1;
			lives[0][3] = 6'd1;
			lives[0][4] = 6'd1;
			lives[0][5] = 6'd1;
			lives[0][6] = 6'd1;
			lives[0][7] = 6'd1;
			lives[1][0] = 6'd1;
			lives[1][1] = 6'd0;
			lives[1][2] = 6'd0;
			lives[1][3] = 6'd0;
			lives[1][4] = 6'd0;
			lives[1][5] = 6'd0;
			lives[1][6] = 6'd0;
			lives[1][7] = 6'd1;
			lives[2][0] = 6'd1;
			lives[2][1] = 6'd0;
			lives[2][2] = 6'd0;
			lives[2][3] = 6'd0;
			lives[2][4] = 6'd0;
			lives[2][5] = 6'd0;
			lives[2][6] = 6'd0;
			lives[2][7] = 6'd1;
			lives[3][0] = 6'd1;
			lives[3][1] = 6'd0;
			lives[3][2] = 6'd0;
			lives[3][3] = 6'd0;
			lives[3][4] = 6'd0;
			lives[3][5] = 6'd0;
			lives[3][6] = 6'd0;
			lives[3][7] = 6'd1;
			lives[4][0] = 6'd1;
			lives[4][1] = 6'd0;
			lives[4][2] = 6'd0;
			lives[4][3] = 6'd0;
			lives[4][4] = 6'd0;
			lives[4][5] = 6'd0;
			lives[4][6] = 6'd0;
			lives[4][7] = 6'd1;
			lives[5][0] = 6'd1;
			lives[5][1] = 6'd0;
			lives[5][2] = 6'd0;
			lives[5][3] = 6'd0;
			lives[5][4] = 6'd0;
			lives[5][5] = 6'd0;
			lives[5][6] = 6'd0;
			lives[5][7] = 6'd1;
			lives[6][0] = 6'd1;
			lives[6][1] = 6'd0;
			lives[6][2] = 6'd0;
			lives[6][3] = 6'd0;
			lives[6][4] = 6'd0;
			lives[6][5] = 6'd0;
			lives[6][6] = 6'd0;
			lives[6][7] = 6'd1;
			lives[7][0] = 6'd1;
			lives[7][1] = 6'd1;
			lives[7][2] = 6'd1;
			lives[7][3] = 6'd1;
			lives[7][4] = 6'd1;
			lives[7][5] = 6'd1;
			lives[7][6] = 6'd1;
			lives[7][7] = 6'd1;
		end
		else if(head[0]==apple[0] && head[1]==apple[1])
		begin
			lives[head[0]][head[1]] = len + 6'd1; 
			len = len + 6'd1;
			apple[0] = (rand0%6)+1;
			apple[1] = (rand1%6)+1;
		end
		else    
		begin
			lives[head[0]][head[1]] = (len + 6'd1);     
			if(lives[1][1] > 0)
				begin 
				lives[1][1] = lives[1][1] - 6'd1;
				end
			if(lives[1][2] > 0)
				begin 
				lives[1][2] = lives[1][2] - 6'd1;
				end
			if(lives[1][3] > 0)
				begin 
				lives[1][3] = lives[1][3] - 6'd1;
				end
			if(lives[1][4] > 0)
				begin 
				lives[1][4] = lives[1][4] - 6'd1;
				end
			if(lives[1][5] > 0)
				begin 
				lives[1][5] = lives[1][5] - 6'd1;
				end
			if(lives[1][6] > 0)
				begin 
				lives[1][6] = lives[1][6] - 6'd1;
				end
			if(lives[2][1] > 0)
				begin 
				lives[2][1] = lives[2][1] - 6'd1;
				end
			if(lives[2][2] > 0)
				begin 
				lives[2][2] = lives[2][2] - 6'd1;
				end
			if(lives[2][3] > 0)
				begin 
				lives[2][3] = lives[2][3] - 6'd1;
				end
			if(lives[2][4] > 0)
				begin 
				lives[2][4] = lives[2][4] - 6'd1;
				end
			if(lives[2][5] > 0)
				begin 
				lives[2][5] = lives[2][5] - 6'd1;
				end
			if(lives[2][6] > 0)
				begin 
				lives[2][6] = lives[2][6] - 6'd1;
				end
			if(lives[3][1] > 0)
				begin 
				lives[3][1] = lives[3][1] - 6'd1;
				end
			if(lives[3][2] > 0)
				begin 
				lives[3][2] = lives[3][2] - 6'd1;
				end
			if(lives[3][3] > 0)
				begin 
				lives[3][3] = lives[3][3] - 6'd1;
				end
			if(lives[3][4] > 0)
				begin 
				lives[3][4] = lives[3][4] - 6'd1;
				end
			if(lives[3][5] > 0)
				begin 
				lives[3][5] = lives[3][5] - 6'd1;
				end
			if(lives[3][6] > 0)
				begin 
				lives[3][6] = lives[3][6] - 6'd1;
				end
			if(lives[4][1] > 0)
				begin 
				lives[4][1] = lives[4][1] - 6'd1;
				end
			if(lives[4][2] > 0)
				begin 
				lives[4][2] = lives[4][2] - 6'd1;
				end
			if(lives[4][3] > 0)
				begin 
				lives[4][3] = lives[4][3] - 6'd1;
				end
			if(lives[4][4] > 0)
				begin 
				lives[4][4] = lives[4][4] - 6'd1;
				end
			if(lives[4][5] > 0)
				begin 
				lives[4][5] = lives[4][5] - 6'd1;
				end
			if(lives[4][6] > 0)
				begin 
				lives[4][6] = lives[4][6] - 6'd1;
				end
			if(lives[5][1] > 0)
				begin 
				lives[5][1] = lives[5][1] - 6'd1;
				end
			if(lives[5][2] > 0)
				begin 
				lives[5][2] = lives[5][2] - 6'd1;
				end
			if(lives[5][3] > 0)
				begin 
				lives[5][3] = lives[5][3] - 6'd1;
				end
			if(lives[5][4] > 0)
				begin 
				lives[5][4] = lives[5][4] - 6'd1;
				end
			if(lives[5][5] > 0)
				begin 
				lives[5][5] = lives[5][5] - 6'd1;
				end
			if(lives[5][6] > 0)
				begin 
				lives[5][6] = lives[5][6] - 6'd1;
				end
			if(lives[6][1] > 0)
				begin 
				lives[6][1] = lives[6][1] - 6'd1;
				end
			if(lives[6][2] > 0)
				begin 
				lives[6][2] = lives[6][2] - 6'd1;
				end
			if(lives[6][3] > 0)
				begin 
				lives[6][3] = lives[6][3] - 6'd1;
				end
			if(lives[6][4] > 0)
				begin 
				lives[6][4] = lives[6][4] - 6'd1;
				end
			if(lives[6][5] > 0)
				begin 
				lives[6][5] = lives[6][5] - 6'd1;
				end
			if(lives[6][6] > 0)
				begin 
				lives[6][6] = lives[6][6] - 6'd1;
				end	
		end
		lives[apple[0]][apple[1]] = 1;	
	end
end
always@(posedge clk10000 or negedge rst)
begin 
	if(!rst) begin
		dot_row <= 8'b11111111;
		dot_col <= 8'b00000000;
	end
	else begin
		case(c)
			3'd0:dot_row<=8'b01111111;
			3'd1:dot_row<=8'b10111111;
			3'd2:dot_row<=8'b11011111;
			3'd3:dot_row<=8'b11101111;
			3'd4:dot_row<=8'b11110111;
			3'd5:dot_row<=8'b11111011;
			3'd6:dot_row<=8'b11111101;
			3'd7:dot_row<=8'b11111110;
		endcase
		if(lives[c][0] > 6'd0) begin
			dot_col[7] <= 1'b1;
		end
		else begin
			dot_col[7] <= 1'b0;
		end
		if(lives[c][1] > 6'd0) begin
			dot_col[6] <= 1'b1;
		end
		else begin
			dot_col[6] <= 1'b0;
		end
		if(lives[c][2] > 6'd0) begin
			dot_col[5] <= 1'b1;
		end
		else begin
			dot_col[5] <= 1'b0;
		end
		if(lives[c][3] > 6'd0) begin
			dot_col[4] <= 1'b1;
		end
		else begin
			dot_col[4] <= 1'b0;
		end
		if(lives[c][4] > 6'd0) begin
			dot_col[3] <= 1'b1;
		end
		else begin
			dot_col[3] <= 1'b0;
		end
		if(lives[c][5] > 6'd0) begin
			dot_col[2] <= 1'b1;
		end
		else begin
			dot_col[2] <= 1'b0;
		end
		if(lives[c][6] > 6'd0) begin
			dot_col[1] <= 1'b1;
		end
		else begin
			dot_col[1] <= 1'b0;
		end
		if(lives[c][7] > 6'd0) begin
			dot_col[0] <= 1'b1;
		end
		else begin
			dot_col[0] <= 1'b0;
		end
		c<=c+1;
	end
end
endmodule
module rand_number(clk,rst,rand0,rand1); 
input clk,rst;
output [7:0]rand0,rand1;
reg [7:0]rand0,rand1;
always@(posedge clk or negedge rst)
begin
	if(!rst)
	begin
		rand0 <= 8'b00001111;
		rand1 <= 8'b11000011;
	end
	else
	begin
	rand0[0] <= rand0[7];
	rand0[1] <= rand0[0];
	rand0[2] <= rand0[1];
	rand0[3] <= rand0[2];
	rand0[4] <= rand0[3]^rand0[7];
	rand0[5] <= rand0[4]^rand0[7];
	rand0[6] <= rand0[5]^rand0[7];
	rand0[7] <= rand0[6];
	rand1[0] <= rand1[7];
	rand1[1] <= rand1[0];
	rand1[2] <= rand1[1];
	rand1[3] <= rand1[2];
	rand1[4] <= rand1[3]^rand1[7];
	rand1[5] <= rand1[4]^rand1[7];
	rand1[6] <= rand1[5]^rand1[7];
	rand1[7] <= rand1[6];
	end
end
endmodule
module seven(len,out1,out2,clk);
input [5:0] len;
input clk;
output [6:0] out1;
output [6:0] out2;
reg [6:0] out1;
reg [6:0] out2;
always@(posedge clk)
begin
	case(len)
	6'd0 : begin out2 <= 7'b1000000; out1 <= 7'b1000000;  
	end
	6'd1 : begin out2 <= 7'b1000000; out1 <= 7'b1111001;  
	end
	6'd2 : begin out2 <= 7'b1000000; out1 <= 7'b0100100;  
	end
	6'd3 : begin out2 <= 7'b1000000; out1 <= 7'b0110000;  
	end
	6'd4 : begin out2 <= 7'b1000000; out1 <= 7'b0011001;  
	end
	6'd5 : begin out2 <= 7'b1000000; out1 <= 7'b0010010;  
	end
	6'd6 : begin out2 <= 7'b1000000; out1 <= 7'b0000010;  
	end
	6'd7 : begin out2 <= 7'b1000000; out1 <= 7'b1111000;  
	end
	6'd8 : begin out2 <= 7'b1000000; out1 <= 7'b0000000;  
	end
	6'd9 : begin out2 <= 7'b1000000; out1 <= 7'b0010000;  
	end
	6'd10 : begin out2 <= 7'b1111001; out1 <= 7'b1000000;  
	end
	6'd11 : begin out2 <= 7'b1111001; out1 <= 7'b1111001;  
	end
	6'd12 : begin out2 <= 7'b1111001; out1 <= 7'b0100100;  
	end
	6'd13 : begin out2 <= 7'b1111001; out1 <= 7'b0110000;  
	end
	6'd14 : begin out2 <= 7'b1111001; out1 <= 7'b0011001;  
	end
	6'd15 : begin out2 <= 7'b1111001; out1 <= 7'b0010010;  
	end
	6'd16 : begin out2 <= 7'b1111001; out1 <= 7'b0000010;  
	end
	6'd17 : begin out2 <= 7'b1111001; out1 <= 7'b1111000;  
	end
	6'd18 : begin out2 <= 7'b1111001; out1 <= 7'b0000000;  
	end
	6'd19 : begin out2 <= 7'b1111001; out1 <= 7'b0010000;  
	end
	default : begin out1 <= 7'b1000000; out2 <= 7'b1000000;  
	end
	endcase
end
endmodule
module snake(w,a,s,d,out1,out2,row,col,clk,rst);
input w,a,s,d,clk,rst;
output [7:0]row,col; 
output [6:0]out1,out2; 
wire [1:0]dirc; 
wire [5:0]len;
wire div10000,div12500000;
wire [7:0] rand0,rand1;
div10000 v0(
	.clk(clk), 
	.rst(rst), 
	.div_clk(div10000) 
);
div12500000 v1(
	.clk(clk), 
	.rst(rst), 
	.div_clk(div12500000) 
);
rand_number v2(
	.clk(div12500000), 
	.rst(rst), 
	.rand0(rand0), 
	.rand1(rand1) 
);
changeDirec u0(
	.up(w), 
	.left(a), 
	.down(s), 
	.right(d), 
	.direction(dirc), 
);
move u1(
	.clk10000(div10000), 
	.clk12500000(div12500000), 
	.direction(dirc), 
	.rst(rst), 
	.rand0(rand0), 
	.rand1(rand1), 
	.len(len), 
	.dot_row(row), 
	.dot_col(col) 
);
seven d0(
	.len(len), 
	.out1(out1), 
	.out2(out2), 
	.clk(div12500000), 
);
endmodule
</file>
<file path="./run.sh">
#!/bin/bash
# OpenROAD 26Q1-2900-gdf79404cd8, Yosys 0.63+post, stock flow scripts
make -C /OpenROAD-flow-scripts/flow DESIGN_CONFIG=/design/flow/config.mk WORK_HOME=/design/flow/orfs finish
</file>
==> results.yml <==
# flow metrics
placed_design:
  placedCellCount: 3928
  gp_congestion: 0.961
  hpwlAfterDp_mm: 54.9
  portBuffers: 31
logic_synthesis:
  ys_warn_count: 10
  top_area_frac: 0.382
  synth_cells: 3041
  ys_sh_mux: 0.0672
  yosys.stat.seqShare: 0.438
  synth.distinct_cells: 109
  synthAoiAreaFrac: 0.111
  yosys.area.top_type: "dfrtp_1"
  top_cells_by_area: "dfrtp_1 (38%), and2_1 (5.6%), mux2i_1 (5.4%), dfstp_2 (4.6%), ha_1 (4.0%)"
  yosys_area_um2: 29400
  yosys.area_share.xor_xnor: 0.0797
  ys.flops: 513
  edf_count: 3
  yosysCellCount: 3041
  netlist_area_um2: 29400
  synth_dominant_cell_count: "dfrtp_1"
  adder_share: 0.0417
  flop_cell: "dfrtp_1"
  syn-mean-instance-area_um2: 9.68
  async_reset_ff_frac: 0.979
  top_cells_by_count: "dfrtp_1 (449), and2_1 (263), nand2_1 (237), nor2_1 (237), mux2i_1 (159)"
  logic_family: "simple AND/OR/NAND/NOR gates"
  synth-simple-area-share: 0.234
timing:
  fin_skew_ps: 5.82
  timing.slew.headroom: 0.301
  setup_viol: 0
  worst_pin_slew_ps: 1040
  unclocked_pins: 445
  tns_ps: 0
  hold_violations: 0
  untimed_endpoints: 475
  rsz0062_at_grt: "false"
  maxSlewViolCount: 0
setup_path:
  crit_path_end: "u0.direction[0]"
  crit_start: "a"
  cp-start-kind: "primary input"
  crit_type: "in -> async"
  rr_worst_depth: 9
  r2r_start: "v1.count[0]"
  path_max_fanout: 2
  critPathCaptureType: "async pin"
  r2r_end: "v1.count[26]"
  r2r_slack_ps: 4140
  cp.required_ps: 3510
  worstPathArrival_ps: 2000
clock_tree:
  cts_tree: "done"
  hold_buffers: 0
  cts_resized: 0
  clkSlewWorstSetupHoldPaths_ps: 50
  postCtsSetupRepairBufs: 0
die:
  die_w_um: 273
  die-area_um2: 74700
  rows: 99
  coreArea_um2: 72800
  ioPinCount: 36
  die_h_um: 273
  fp_util: 0.404
power_and_ir_drop:
  p_per_area_nw_per_um2: 42.5
  clockPowerShare: 0.467
  ir_drop_mv: 0.155
  total_leakage_power_nw: 13.6
  switchingPower_w: 0.000376
  power.internal_w: 0.000951
  pwr-share-comb: 0.215
  switching_share: 0.283
  seqPwrFrac: 0.318
grt:
  grt_pass1_vias: 22000
  grt_pass1_wl_mm: 127
  antenna_found_initial: 0
  grt_max_degree: 209
  grt_usage: 0.224
  grt-ovfl-total: 0
job:
  warnings: 91
  cap_violations: 0
cells_and_area:
  syn2layout_area_growth_pct: 6.12
  drive_gt1_frac: 0.0757
  fin_cells: 3947
run_status:
  status: "completed"
worst_hold_path:
  min_path_type: "reg -> reg"
detailed_routing:
  wirelength_mm: 79.7
  drc: 0
  via_per_inst: 5.71
  wl_per_cell_um: 20.2
  drt_iter0_markers: 1598
  ant_nets: 0
  first_pass_iters: 6
  via_count: 22500
power by group through the flow:
stage	Clock [W]	Combinational [W]	Sequential (W)
6_report	0.000620	0.000285	0.000422
5_1_grt	0.000652	0.000321	0.000422
4_1_cts	0.000630	0.000288	0.000422
layer usage:
layer / share of wire / wire length (um) / vias to the layer above / GRT usage
li1: - / - / 10700 / -
met1: 0.46 / 36700 / 11100 / 0.347
met2: 0.45 / 35600 / 675 / 0.341
met3: 0.062 / 4910 / 127 / 0.0337
met4: 0.031 / 2460 / 0 / 0.0551
met5: 0 / 0 / - / 0
critical path, stage by stage:
cell and delay (ps):
clkdlybuf4s50_1 460, inv_1 50, a21boi_0 140
state kept, by name, indices dropped and copies added, names as in the netlist:
signal	cells
u1.lives	384
v0.count	32
v1.count	32
u1.dot_col	8
u1.dot_row	8
v2.rand0	8
v2.rand1	8
d0.out1	7
u1.apple	6
u1.head	6
u1.len	6
u1.c	3
u0.direction	2
d0.out2	1
v0.div_clk	1
v1.div_clk	1
layout by cell type (no fill, tap or decap), types with 20 or more instances in the layout:
| cell | count |
|---|---|
| a211oi_1 | 20 |
| a21oi_1 | 136 |
| a31oi_1 | 23 |
| and2_1 | 263 |
| and3_1 | 23 |
| and4_1 | 47 |
| buf_4 | 49 |
| clkdlybuf4s50_1 | 30 |
| dfrtp_1 | 448 |
| dfstp_2 | 51 |
| ha_1 | 93 |
| inv_1 | 40 |
| mux2_2 | 33 |
| mux2i_1 | 159 |
| nand2_1 | 237 |
| nand2b_1 | 37 |
| nand3_1 | 125 |
| nand4_1 | 62 |
| nor2_1 | 237 |
| nor2b_1 | 22 |
| nor3_1 | 62 |
| nor4_1 | 47 |
| o21ai_0 | 88 |
| o22ai_1 | 35 |
| o31ai_1 | 31 |
| or2_2 | 20 |
| or3_1 | 23 |
| or4_1 | 33 |
| xnor2_1 | 131 |
| xor2_1 | 126 |
layout make-up:
type / instances / area (um2)
antenna: 1 / 2.50
clock buffer: 13 / 314
clock inverter: 5 / 103
fill: 6751 / 41600
inverter: 44 / 166
multi-input combinational: 2328 / 15800
sequential: 513 / 12900
tap: 959 / 1200
timing repair buffer: 84 / 763
per-stage QoR:
step                      area, um2  setup slack (ps)  hold slack, ps  utilization  power [W]
after global routing          31200              1440             505        0.429    0.00140
final                         31200              1510             464        0.429    0.00133
after detailed placement      30800              1240             461        0.423   0.000717
after global placement        30800              1260             456        0.423   0.000712
after floorplan               29500              1120             447            -   0.000591
after CTS                     31200              1500             470        0.429    0.00134
worst min-delay path by stage:
stage | depth (start not counted) | endpoint | slack, ps | startpoint
final | 1 | v0.div_clk | 460 | v0.div_clk
after global routing | 1 | v0.count[31] | 500 | v0.count[31]
after CTS | 1 | v0.div_clk | 470 | v0.div_clk
cells by family (layout without fill, tap and decap cells):
kind of cell / count (synthesis) / in the layout
compound gates: 485 / 485
xor+xnor: 263 / 263
fa+ha+maj: 97 / 97
buf+inv: 203 / 146
flops: 513 / 513
mux: 193 / 193
other cells: 2 / 6
simple gates: 1285 / 1285
Power and IR drop assume default switching activity.
